==> flow/design.v <==
module convolution_left#(
   parameter DATAWIDTH =5)
(
	input clk,
	input reg [DATAWIDTH-1:0] k_i,	
    input reg [DATAWIDTH-1:0] sizeX, 
    output reg [DATAWIDTH-1:0] left_o,
	output reg [DATAWIDTH-1:0] rigth_o,
	output reg comp_o
);
always @ (posedge clk) begin
   left_o <= ((sizeX -1'b1) /2)-2'b10 ;
   rigth_o <= ((sizeX -1'b1) /2) + sizeX-2'b10;
   if (k_i <= (left_o-1'b1) | k_i >= rigth_o)comp_o= 1'b1;
   else comp_o= 1'b0; 
end 
endmodule
==> flow/run.sh <==
#!/bin/bash
# OpenROAD 26Q1-2900-gdf79404cd8, Yosys 0.63+post, stock flow scripts
make -C /OpenROAD-flow-scripts/flow DESIGN_CONFIG=/design/flow/config.mk WORK_HOME=/design/flow/orfs finish
==> flow/config.mk <==
export PLATFORM = sky130hd
export DESIGN_NAME = convolution_left
export DESIGN_NICKNAME = convolution_left
export VERILOG_FILES = /design/flow/design.v
export SDC_FILE = /design/flow/constraint.sdc
export NUM_CORES = 4
export LEC_CHECK = 1
export CORE_AREA = 10 10 87 87
export DIE_AREA = 0 0 97 97
==> flow/constraint.sdc <==
current_design convolution_left

set clk_period 3.0
set clk_io_pct 0.2

create_clock -name clk0 -period $clk_period [get_ports {clk}]

set non_clock_inputs [all_inputs -no_clocks]
set_input_delay [expr $clk_period * $clk_io_pct] -clock clk0 $non_clock_inputs
set_output_delay [expr $clk_period * $clk_io_pct] -clock clk0 [all_outputs]
==> run notes <==
Synthesis and PnR results.

- The slew at the pin closest to its max-slew limit is 0.2820 ns.
- The most instantiated logic cell after routing reads sky130_fd_sc_hd__clkdlybuf4s50_1.
- For reference, the final report shows the hold violation count at 0.
- The timing-limited maximum frequency is 395.5 MHz.
- The first-pass iteration count of the detailed router reads 2.
- Per the cell usage report, the commonest logic cells after layout are 21 x sky130_fd_sc_hd__clkdlybuf4s50_1, 18 x sky130_fd_sc_hd__inv_1, 18 x sky130_fd_sc_hd__ha_1, 11 x sky130_fd_sc_hd__dfxtp_1, 9 x sky130_fd_sc_hd__xnor2_1.
- The OpenROAD warning count is 26.
- After synthesis, flip-flops and latches occupy 25.47% of the total area.
- The total routing usage reported by global routing is 3.971%.
- The initial antenna violation count is 0.
- The number of standard cells in the layout, taps in and fillers out reads 192.
- Pin placement for this block handled 22 I/O pins.
- The H-tree level count reads 1.
- The detail-routed net length per standard cell reads 9.807 um.
- The total via count after detailed routing reads 645.
- The required time of the critical path is 3.13 ns.
- The final timing report gives a worst setup slack of 0.4717 ns.
- After layout, the setup clock skew is reported as 0.004056 ns.
- The routed design shows a via density per instance of 3.359.
- The die area is 9409 um^2.
- The overall overflow remaining after global route is 0.
- The overall die height is 97 um.
- No sink is reached through more buffers than the 2 on the longest clock path.
- Clock-pin slew was measured on the worst setup and hold paths at 0.05 ns.
- The power density over cell area reads 470.2 nW/um^2.
- The number of port buffers is 21.
- The register bit count reported by yosys reads 11.
- The biggest area contributor in the post-synthesis netlist is sky130_fd_sc_hd__ha_1.
- Setup repair after global routing left no endpoint under its margin.
- The final setup violation count is 0.
- The largest vdd supply drop reads 0.0001142 V.
- The buffer type at the clock tree root is sky130_fd_sc_hd__clkbuf_8.
- After synthesis, the chip area reported by Yosys is 864.6 um^2.
- Each instance of the synthesized netlist takes up on average 9.198 um^2.
- For this design the static power due to leakage is 0.0005469 uW.
- The worst-case headroom to the max-slew limit reads 81.20%.
- The final tally of max-slew violations reads 0.
- The number of rows in the core area reads 27.
- The cell area after synthesis is 864.6 um^2.
- The final worst-path cycle share is 84.28%.
- The clock net sink count is 11.
- The path class of the lowest-slack min-delay path reads reg -> reg.
- The post-CTS setup repair buffer count reads 0.
- Detailed placement reports a standard cell area of 1171 um^2.
- The post-route utilization of the core is recorded as 21.56%.
- Relative to the synthesized area, the layout overhead comes to 40.67%.
- For the worst-skew pair, the clock arrives at the later sink with an insertion delay of 0.23 ns.
- The TritonCTS clock tree is done.
- The worst setup path is of the in -> reg kind.
- The routability congestion estimate is 0.8384.
- Per the synthesis report, the single largest cell type by area occupies 26.05% of cell area.
- The overall die width is 97 um.
- The worst setup timing slack at the placement stage reads 0.2024 ns.
- The warning tally printed by Yosys for this design is 1.
- The arrival time of data at the critical path endpoint reads 2.65 ns.
- The antenna diode count reads 0.
- The startpoint type of the worst setup path is a primary input.
- The number of cells after detailed placement reads 188.
- The sum of negative setup slack reads 0 ns.
- The post-synthesis cell count is 94.
- In the final layout, the share of cells above drive strength 1 is 10.00%.
- After synthesis, the netlist uses 26 different library cells.
- The shortest clock period the worst path allows after layout reads 2.528 ns.
- Post-CTS repair changed the size of 0 cells.
- The number of global-route vias before repair is 690.
- The first-pass GRT wire length reads 3194 um.
- The post-synthesis cell count from yosys reads 94.
- The flow ran to the end, and the final reports show no timing, DRC or antenna violations.
- After detailed routing, the number of remaining DRC violations is 0.
- Looking at the critical path, the highest net fanout was 8.
- Entering global routing, the biggest net connects 9 pins.
- The wire length recorded after detailed routing is 1883 um.
- The kind of end point of the critical path reads a flip-flop.
- The number of violations of the max-capacitance limit reads 0.
- The region available for standard cell placement spans 5642 um^2.
- Once the floorplan was initialized, standard cells occupied 15.32% of the core.
- The sum of net half-perimeters after detailed placement reads 1733 um.
- In this run, post-CTS hold repair placed 0 buffers.
- Nets still carrying antenna violations after routing amount to 0.
- The CTS buffer count reads 3.
- The first routing iteration left 5 violations.
- The final design instance area without fill reads 1216 um^2.
- The main area contributors are sky130_fd_sc_hd__ha_1 26%, sky130_fd_sc_hd__dfxtp_1 25%, sky130_fd_sc_hd__xnor2_1 9.1%, sky130_fd_sc_hd__inv_1 7.8%, sky130_fd_sc_hd__xnor2_4 3.2%.
-- worst paths after layout --
check | slack (ns) | end | cells past startpoint | start
max reg2reg | 1.26 | comp_o | 8 | left_o[0]
min reg2reg | 0.65 | comp_o | 4 | rigth_o[4]
max | 0.47 | rigth_o[3] | 10 | sizeX[1]
min | 0.65 | comp_o | 4 | rigth_o[4]
-- metal layers --
metal / global-route usage (%) / wire length (um)
met3: 0.2149 / 19
met1: 4.590 / 805
met4: 1.240 / 47
met2: 7.515 / 1010
met5: 0 / 0
-- logic make-up (layout without fill, tap and decap cells) --
logic type | Yosys count | count (layout) | share of synthesized area (%)
buffers and inverters | 20 | 46 | 9.695
adder cells (fa/ha/maj) | 19 | 19 | 28.37
AND-OR/OR-AND | 17 | 17 | 13.32
AND/OR/NAND/NOR | 14 | 14 | 7.815
XOR/XNOR | 13 | 13 | 15.34
flip-flops | 11 | 11 | 25.47
-- cells in the mapped netlist, drive strengths merged --
cell	number
o21ai	5
xor2	3
ha	18
xnor2	10
nor3	1
inv	18
a21o	1
nor3b	1
a31oi	1
nand3	2
nand2	5
o21a	1
o211ai	1
a21oi	6
dfxtp	11
o21ba	1
nor2	4
and3	1
o221a	1
fa	1
buf	2
-- critical path: stages --
cell	delay (ns)
sky130_fd_sc_hd__clkdlybuf4s50_1	0.47
sky130_fd_sc_hd__inv_1	0.06
sky130_fd_sc_hd__ha_1	0.28
sky130_fd_sc_hd__xnor2_1	0.20
sky130_fd_sc_hd__ha_1	0.25
sky130_fd_sc_hd__inv_1	0.06
sky130_fd_sc_hd__ha_1	0.16
sky130_fd_sc_hd__inv_1	0.05
sky130_fd_sc_hd__fa_1	0.38
sky130_fd_sc_hd__xnor2_1	0.13
-- power by group --
| group | internal [uW] | leakage (uW) | switching (uW) |
|---|---|---|---|
| clock | 92.9 | 0.0000228 | 50.5 |
| combinational | 139 | 0.000432 | 90.6 |
| sequential | 179 | 0.0000926 | 19.8 |
-- cell type report --
class,instances,area (um^2)
clock buffer,4,45.04
timing repair buffer,24,232.7
inverter,18,67.56
multi-input combinational,63,560.5
fill,607,4425
tap,72,90.09
sequential,11,220.2
-- sequential cells by signal (all words and copies together), names as in the netlist --
name / cells
comp_o: 1
rigth_o: 5
left_o: 5
-- metrics by stage --
stage	total power (uW)	hold slack [ns]
after floorplan	318.6	0.5630
after global placement	435.6	0.6423
after detailed placement	439.6	0.6422
after CTS	584.3	0.6526
after global routing	626.5	0.6851
final	571.8	0.6473
No activity file was given, so power comes from the tool's default toggle rates.
