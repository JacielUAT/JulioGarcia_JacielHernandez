==> design.v <==
module simple_dual_port_ram_single_clk
#(
    parameter DATA_WIDTH    =   12,      
    parameter ADDR_WIDTH    =   6        
)   
(
    input                           Write_clock__i, 
    input                           Write_enable_i,
    input       [(ADDR_WIDTH-1):0]  Write_addres_i,
    input       [(ADDR_WIDTH-1):0]  Read_address_i, 
    input       [(DATA_WIDTH-1):0]  data_input___i,
    output  reg [(DATA_WIDTH-1):0]  data_output__o
);
    reg [(DATA_WIDTH-1):0] RAM_Structure [2**ADDR_WIDTH-1:0];
    always @(posedge Write_clock__i) begin
        if (Write_enable_i) begin
            RAM_Structure[Write_addres_i] = data_input___i;
        end
        data_output__o <= RAM_Structure[Read_address_i];
    end
endmodule
==> run.sh <==
#!/bin/bash
# OpenROAD 26Q1-2900-gdf79404cd8, Yosys 0.63+post, stock flow scripts
make -C /OpenROAD-flow-scripts/flow DESIGN_CONFIG=/design/flow/config.mk WORK_HOME=/design/flow/orfs finish
==> config.mk <==
export PLATFORM = sky130hd
export DESIGN_NAME = simple_dual_port_ram_single_clk
export DESIGN_NICKNAME = simple_dual_port_ram_single_clk
export VERILOG_FILES = /design/flow/design.v
export SDC_FILE = /design/flow/constraint.sdc
export NUM_CORES = 4
export LEC_CHECK = 1
export CORE_UTILIZATION = 40
==> constraint.sdc <==
current_design simple_dual_port_ram_single_clk

set clk_period 15.2
set clk_io_pct 0.2

create_clock -name clk0 -period $clk_period [get_ports {Write_clock__i}]

set non_clock_inputs [all_inputs -no_clocks]
set_input_delay [expr $clk_period * $clk_io_pct] -clock clk0 $non_clock_inputs
set_output_delay [expr $clk_period * $clk_io_pct] -clock clk0 [all_outputs]
==> notes.md <==
The synthesis and PnR run went through. Per the synth stats, the flop cell with the highest instance count is dfxtp_1. Time the final worst path needs with I/O delays and setup landed at roughly 7900 ps. TritonCTS built the clock tree.

After technology mapping, the gate count stands at about 3400. STA classifies the critical path endpoint as a register. Post-CTS repair ended up resizing 0 cells. Counting instances in the post-synthesis netlist gives the leading cell types as dfxtp_1 (780), mux2_2 (491), nand2_1 (358). Measured against its own limit, the worst slew margin works out to a little over a tenth. First-pass GRT wire length landed at about 200000 um. Of the total power, registers draw 47.9%. Maximum buffer depth of the clock tree landed at 3. Portion of the clock cycle consumed by the worst path in the final layout landed at 51.7%.

Average wire per cell in the routed design landed at roughly 33 um. The number of antenna violations at the first check in global routing came to 14. Residual overflow from global routing landed at 0. Worst-margin pin slew landed at roughly 1300 ps. Summed negative setup slack over all endpoints landed at 0 ps. Total die area landed at 0.0831 mm2. Dividing the synthesized area by the synthesized cell count gives a little under 10 um2. Biggest cell delay along the critical path landed at about 1100 ps. Setup repair after global routing left no endpoint under its margin. Global routing used 36.5% of the available tracks. Of the total power, the share spent switching nets is between 20 and 30%. Number of cell rows landed at ~100. The stage logs contain a warning count of 25. On the reported timing paths, the clock transition at the registers reads roughly 60 ps. Per report_power, the clock group accounts for between 40% and 50% of the total. Detailed-route iteration 0 reported a violation count of 3576. Per the final timing report, the hold violations number 0. The path class of the tightest hold or removal check is reg2reg. Number of synthesized flops with an enable pin landed at 0. For this run, the register share of the synthesized area comes to 47.7%. The gate-level netlist out of Yosys references 81 unique cell types.

The run finished with clean final reports. Area of the synthesized netlist per yosys stat landed at 0.0328 mm2. Maximum vdd drop landed at around 0.086 mV. The most frequently used library cell after synthesis is dfxtp_1. STA classifies the critical path startpoint as an input port. Per the run report, area growth between synthesis and finish was 14.2%. Pins over their slew limit in the final report were tallied at 0. Ranked by total cell area, the synthesized netlist is headed by dfxtp_1 (48%), mux2_2 (17%), o21ai_0 (4.2%). The final timing report counts setup violations totalling 0.

Looking at the clock tree report, the H-tree level count equals 3. The timing report attributes the biggest portion of critical-path delay to simple AND/OR/NAND/NOR gates. The critical path endpoint has a required time of between 15000 and 20000 ps. The leakage power in the latest report is about 0.015 uW.

Post-detailed-routing wire length landed at 148000 um. Area of the placeable core landed at 0.0808 mm2. Post-synthesis instance area landed at 0.0328 mm2. Minimum setup slack in the final design landed at roughly 7300 ps. Yosys stat cell total landed at 3358. Via count of the first global-routing pass landed at ~27000. For this block, the via count after detailed routing is 29100. Walking the worst path, the cells encountered are clkdlybuf4s50_1 > and3b_1 > buf_4 > nand2_1 > mux2_2 > a2111oi_0 > nand4_1 > nor4_1 > a31oi_1. Once the clock tree was built, the setup fixing pass inserted 0 buffers. Number of buffer and inverter stages on the critical path landed at 2. Among all stages on the critical path, the largest delay is contributed by clkdlybuf4s50_1. The cell sitting at the root of the clock tree is a clkbuf_16. CTS buffer count landed at 81. The critical path is of the in2reg type.

Final weighted congestion in routability-driven placement landed at 1.08. Before CTS, the worst setup slack after placement is around 7000 ps. Across all hold checks on the routed design, the worst slack comes to around 460 ps.

Port buffering added 37 buffers. Total half-perimeter wirelength after legalization and detailed placement landed at a little under 100000 um. Maximum achievable frequency landed at approximately 130 MHz. Fraction of final layout cells with drive strength greater than 1 landed at 25.3%.

Number of buffers inserted for hold repair after clock tree synthesis landed at 0. dfxtp_1 takes more of the synthesized area than any other cell. Number of synthesized register bits landed at around 780.

Largest clock skew in the final design landed at around 34 ps. Number of nets still failing antenna checks after routing landed at 0. Number of fill cells landed at about 7500. The CTS log lists the clock sinks for this run as approximately 800. The synthesis report lists the Yosys warning total as 2. During I/O placement, the number of pins put on the boundary was 38. Source-to-sink clock delay at the later pin of the worst-skew pair landed at 650 ps. The pre-antenna-repair detailed-routing pass consisted of 8 iterations. Largest net degree at the start of global routing landed at 55. After detailed routing, the number of vias per cell comes to 6.45.

In the routed design, unresolved DRC markers number 0. Per the run summary, max-cap violations total 0. Horizontal extent of the die landed at 288 um. Dividing total power by cell area gives a power density of around 140 mW/mm2. STA lists the maximum fanout along the critical path as 24. Fraction of synthesized cell area taken by the top area cell type landed at a little under half. In this run the vertical extent of the chip is ~290 um. Part of the total power dissipated in combinational logic landed at 11.8%. The switching component of the power was reported as roughly 1300 uW. In the power breakdown, the internal column shows between 3000 and 4000 uW.

At the worst endpoint, the arrival time is around 8400 ps. Share of the core filled by cells before placement landed at 40.5%. Share of synthesized registers carrying an async set or reset landed at 0%.
## cell families (layout without fill, tap and decap cells)
group,Yosys count,after routing,share of synthesized area (%)
mux,510,510,17.5
other cells,0,8,0
simple gates,908,908,14.5
compound gates,850,850,16.4
buf+inv,310,400,3.95
flops,780,780,47.7
## area by class of cell
cell class                 instances  area (um2)  area share [%]
multi-input combinational       2268       16000            42.7
sequential                       780       15600            41.7
clock buffer                     120        2360            6.30
timing repair buffer             230        1730            4.62
tap                             1060        1330            3.54
clock inverter                    27         305           0.816
inverter                          23        86.3           0.231
antenna                            8        20.0          0.0535
## placed cells by master, fill, tap and decap left out, types with 8 or more instances in the layout
cell / instances
o21ai_1: 10
o21ai_0: 272
buf_4: 189
a2111oi_0: 64
nand2_1: 358
a32oi_1: 40
a211oi_1: 9
a32o_1: 20
inv_1: 22
and4b_1: 13
or4_1: 8
clkbuf_8: 12
mux2i_1: 17
a2111oi_1: 9
mux2_2: 491
a31oi_1: 9
a22oi_1: 84
or4b_1: 9
clkbuf_16: 84
buf_2: 16
and4_1: 17
a21oi_1: 238
clkinv_2: 17
dfxtp_1: 780
nor4_1: 17
and2_1: 12
nand4b_1: 13
nand3_1: 247
nor2b_1: 11
a22o_1: 41
clkbuf_1: 24
clkdlybuf4s50_1: 21
diode_2: 8
nor2_1: 71
nand4_1: 41
## metrics by stage
| step | cell area (um2) | cells | util [%] | power [uW] |
|---|---|---|---|---|
| 5_1_grt | 37400 | 4508 | 46.3 | 5210 |
| 2_1_floorplan | 32800 | 3358 | - | 2840 |
| 3_5_place_dp | 34700 | 4357 | 43.0 | 3040 |
| 6_report | 37400 | 4516 | 46.3 | 5060 |
| 4_1_cts | 37400 | 4504 | 46.3 | 5040 |
| 3_3_place_gp | 34700 | 4357 | 43.0 | 3030 |
## power by group through the flow
stage	Combinational [uW]	Sequential (uW)	Clock [uW]
4_1_cts	580	2420	2030
5_1_grt	636	2450	2120
6_report	599	2420	2030
## flip-flops by register name, indices dropped and copies added, names as in the netlist
name,cells
RAM_Structure,768
data_output__o,12
## final timing paths
| kind | from | endpoint | slack [ps] | cells past startpoint |
|---|---|---|---|---|
| worst max-delay path | Write_enable_i | data_output__o[4] | 7340 | 9 |
| worst min-delay path | RAM_Structure[7][8] | RAM_Structure[7][8] | 460 | 2 |
| worst max register to register | RAM_Structure[9][4] | data_output__o[4] | 12060 | 6 |
| worst min register to register | RAM_Structure[7][8] | RAM_Structure[7][8] | 460 | 2 |
## worst register-to-register path: stages (launching register included)
cell and delay (ps):
dfxtp_1 290, o21ai_0 90, a21oi_1 230, a2111oi_0 930, nand4_1 610, nor4_1 700
a31oi_1 150
## per-layer routing
metal  global-route usage (%)  part of all wire, %  up-vias  routed length, um
met2                     49.1                   40     1962              58800
li1                         -                    -    12500                  -
met3                     18.5                   15      496              22400
met4                     19.1                  6.8       18               9980
met1                     48.5                   38    14200              56200
met5                        0                0.081        -                119
No activity file was given, so power comes from the tool's default toggle rates.
